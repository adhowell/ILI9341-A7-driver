--- /design/flow/run.sh ---
#!/bin/bash
# OpenROAD 26Q1-2900-gdf79404cd8, Yosys 0.63+post, stock flow scripts
make -C /OpenROAD-flow-scripts/flow DESIGN_CONFIG=/design/flow/config.mk WORK_HOME=/design/flow/orfs finish
--- /design/flow/design.v ---
`timescale 1ns / 1ps
module ili9341_colour_ramp( start, clk, bl, rst, dc, cs, din );
    input start;
    input clk;
    output bl;
    output rst;
    output dc;
    output cs;
    output din;
    reg int_bl = 1'b1;
    reg int_rst = 1'b1;
    reg int_dc = 1'bx;
    reg int_din = 1'bx;
    reg int_cs = 1'b1;
    localparam r_start      = 16'b0000100000000000;
    localparam r_limit      = 16'b1111100000000000;
    localparam g_start      = 16'b0000000000100000;
    localparam g_limit      = 16'b0000011111100000;
    localparam b_start      = 16'b0000000000000001;
    localparam b_limit      = 16'b0000000000011111;
    localparam rg_start     = 16'b0000100001000000;
    localparam rg_limit     = 16'b1111111111000000;
    localparam rb_start     = 16'b0000100000000001;
    localparam rb_limit     = 16'b1111100000011111;
    localparam gb_start     = 16'b0000000001000001;
    localparam gb_limit     = 16'b0000011111011111;
    localparam grey_start   = 16'b0000100001000001;
    localparam grey_limit   = 16'b1111111111011111;
    localparam all_start    = 16'b1111111111111111;
    localparam all_limit    = 16'b1111111111111111;
    localparam black_start  = 16'b0000000000000000;
    localparam black_limit  = 16'b1111111111111111;
    localparam WAIT = 3'b000, COMMAND_X = 3'b001, WRITE_X = 3'b010, COMMAND_Y = 3'b011, WRITE_Y = 3'b100, COMMAND_RAM = 3'b101, WRITE_RGB = 3'b110, WRITE = 3'b111;
    reg [2:0] state = WAIT;
    reg [2:0] next_state = WAIT;
    localparam RED = 4'h0, GREEN = 4'h1, BLUE = 4'h2, RED_GREEN = 4'h3, RED_BLUE = 4'h5, GREEN_BLUE = 4'h6, GREY = 4'h7, ALL = 4'h8, BLACK = 4'h9; 
    reg [3:0] colour_state = RED;
    reg [7:0] rgb_len = 8'h0F;
    reg [15:0] r_val = r_start;
    reg [15:0] g_val = g_start;
    reg [15:0] b_val = b_start;
    reg [15:0] rg_val = rg_start;
    reg [15:0] rb_val = rb_start;
    reg [15:0] gb_val = gb_start;
    reg [15:0] grey_val = grey_start;
    reg [15:0] all_val = all_start;
    reg [15:0] black_val = black_start;
    reg [15:0] rgb_val = r_start;
    reg [15:0] rgb_incr = r_start;
    reg [15:0] rgb_limit = r_limit;
    reg [7:0] x_command = 8'h2A;
    reg [7:0] y_command = 8'h2B;
    reg [7:0] ram_command = 8'h2C;
    reg [7:0] command_len = 8'h07;
    reg [31:0] x_val = 32'h001600D8;   
    reg [31:0] y_val = 32'h003E0100;   
    reg [7:0] xy_len = 8'h1F;
    localparam square_size = 65;
    reg [7:0] row = 8'h00;
    reg [7:0] col = 8'h00;
    reg [31:0] data = 32'h00000000;
    reg [7:0] index = 8'h00;
    assign bl = int_bl;
    assign rst = int_rst;
    assign dc = int_dc;
    assign cs = int_cs;
    assign din = int_din;
    always @ (negedge clk)
    begin            
        case (state)
        WAIT:
        begin
            if (start)
                state <= COMMAND_X;
        end
        COMMAND_X:
        begin
            int_cs <= 1'b1;
            int_dc <= 1'b0;
            data <= x_command;
            index <= command_len;
            next_state <= WRITE_X;
            state <= WRITE;
        end
        WRITE_X:
        begin
            int_cs <= 1'b1;
            int_dc <= 1'b1;
            data <= x_val;
            index <= xy_len;
            next_state <= COMMAND_Y;
            state <= WRITE;
        end
        COMMAND_Y:
        begin
            int_cs <= 1'b1;
            int_dc <= 1'b0;
            data <= y_command;
            index <= command_len;
            next_state <= WRITE_Y;
            state <= WRITE;
        end
        WRITE_Y:
        begin
            int_cs <= 1'b1;
            int_dc <= 1'b1;
            data <= y_val;
            index <= xy_len;
            next_state <= COMMAND_RAM;
            state <= WRITE;
        end
        COMMAND_RAM:
        begin
            int_cs <= 1'b1;
            int_dc <= 1'b0;
            data <= ram_command;
            index <= command_len;
            next_state <= WRITE_RGB;
            state <= WRITE;
        end
        WRITE_RGB:
        begin
            int_cs <= 1'b1;
            int_dc <= 1'b1;
            col <= col + 1;
            if (rgb_val >= rgb_limit)
                rgb_val <= rgb_incr;
            else
                rgb_val <= rgb_val + rgb_incr;
            if (col == square_size - 1)
            begin
                col <= 0;
                case (colour_state)
                RED:
                begin
                    r_val <= rgb_val;
                    rgb_val <= g_val;
                    rgb_incr <= g_start;
                    rgb_limit <= g_limit;
                    colour_state <= GREEN;
                end
                GREEN:
                begin
                    g_val <= rgb_val;
                    rgb_val <= b_val;
                    rgb_incr <= b_start;
                    rgb_limit <= b_limit;
                    colour_state <= BLUE;
                end
                BLUE:
                begin
                    b_val <= rgb_val;
                    row <= row + 1;
                    if (row == square_size - 1)
                    begin
                        row <= 0;
                        rgb_val <= rg_val;
                        rgb_incr <= rg_start;
                        rgb_limit <= rg_limit;
                        colour_state <= RED_GREEN;
                    end
                    else
                    begin
                        rgb_val <= r_val;
                        rgb_incr <= r_start;
                        rgb_limit <= r_limit;
                        colour_state <= RED;
                    end
                end
                RED_GREEN:
                begin
                    rg_val <= rgb_val;
                    rgb_val <= rb_val;
                    rgb_incr <= rb_start;
                    rgb_limit <= rb_limit;
                    colour_state <= RED_BLUE;
                end
                RED_BLUE:
                begin
                    rb_val <= rgb_val;
                    rgb_val <= gb_val;
                    rgb_incr <= gb_start;
                    rgb_limit <= gb_limit;
                    colour_state <= GREEN_BLUE;
                end
                GREEN_BLUE:
                begin
                    gb_val <= rgb_val;
                    row <= row + 1;
                    if (row == square_size - 1)
                    begin
                        row <= 0;
                        rgb_val <= grey_val;
                        rgb_incr <= grey_start;
                        rgb_limit <= grey_limit;
                        colour_state <= GREY;
                    end
                    else
                    begin
                        rgb_val <= rg_val;
                        rgb_incr <= rg_start;
                        rgb_limit <= rg_limit;
                        colour_state <= RED_GREEN;
                    end
                end
                GREY:
                begin
                    grey_val <= rgb_val;
                    rgb_val <= all_val;
                    rgb_incr <= all_start;
                    rgb_limit <= all_limit;
                    colour_state <= ALL;
                end
                ALL:
                begin
                    all_val <= rgb_val;
                    rgb_val <= black_val;
                    rgb_incr <= black_start;
                    rgb_limit <= black_limit;
                    colour_state <= BLACK;
                end
                BLACK:
                begin
                    black_val <= rgb_val;
                    row <= row + 1;
                    if (row == square_size - 1)
                    begin
                        row <= 0;
                        rgb_val <= r_val;
                        rgb_incr <= r_start;
                        rgb_limit <= r_limit;
                        colour_state <= RED;
                    end
                    else
                    begin
                        rgb_val <= grey_val;
                        rgb_incr <= grey_start;
                        rgb_limit <= grey_limit;
                        colour_state <= GREY;
                    end
                end
                endcase
            end
            data <= rgb_val;
            index <= rgb_len;
            next_state <= WRITE_RGB;
            state <= WRITE;
        end
        WRITE:
        begin
            int_cs <= 1'b0;
            if (index == 8'h00)
                state <= next_state;
            else
                index <= index - 1;
            int_din <= data[index];
        end
        endcase
    end
endmodule
--- /design/flow/constraint.sdc ---
current_design ili9341_colour_ramp

set clk_period 7.4
set clk_io_pct 0.2

create_clock -name clk0 -period $clk_period [get_ports {clk}]

set non_clock_inputs [all_inputs -no_clocks]
set_input_delay [expr $clk_period * $clk_io_pct] -clock clk0 $non_clock_inputs
set_output_delay [expr $clk_period * $clk_io_pct] -clock clk0 [all_outputs]
--- /design/flow/config.mk ---
export PLATFORM = sky130hd
export DESIGN_NAME = ili9341_colour_ramp
export DESIGN_NICKNAME = ili9341_colour_ramp
export VERILOG_FILES = /design/flow/design.v
export SDC_FILE = /design/flow/constraint.sdc
export NUM_CORES = 4
export LEC_CHECK = 1
export CORE_UTILIZATION = 30
==> impl.org <==
* Implementation run

** Clock network
- Number of instances resized during post-cts repair :: 0
- CTS Buffer Depth :: 3
- Clock insertion delay at the later pin of the skew report :: 0.59 ns
- Hold repair after CTS inserted 0 buffers.
- Clk pin slew, worst setup/hold paths :: 0.03 ns
- Post-CTS timing repair inserted 0 buffers for setup.
- Number of buffers inserted during clock tree synthesis :: 27
- Clock tree synthesis found a total of 224 sinks.
- Cell at the root of the clock tree :: sky130_fd_sc_hd__clkbuf_16
- H-tree depth reported by CTS :: 1
- TritonCTS built the clock tree.

** Power and ir drop
- Combinational fraction of design power :: 15.8%
- Peak VDD IR :: 0.2500 mV
- Flop pwr share :: 43.6%
- In the power breakdown, the internal column shows 3.073 mW.
- The power report shows net switching accounting for 31.60% of the total.
- Cell area power density :: 335.8 mW/mm²
- The switching component of the power was reported as 1.420 mW.
- Of the total power, the clock network draws 40.6%.
- Static leakage :: 5.586 nW

** Die
- For this configuration, the core starts out at a cell density of 30.71%.
- Per the OpenROAD floorplan log, the height of the die is 193.5 µm.
- The floorplan step set the die width to 193.5 µm.
- Pin placement for this block handled 7 I/O pins.
- Number of core rows :: 69
- Core region area :: 0.03583 mm²
- The die covers 0.03744 mm².

** Drt
- Per the detailed-route log, wirelength across all metal layers totals 26.51 mm.
- For this run, the script counts the antenna cells in the layout as 0.
- The pre-antenna-repair detailed-routing pass consisted of 7 iterations.
- Antenna-violating nets left :: 0
- After the first detailed-routing iteration, the DRC count stood at 617.
- The routed layout has 7,748 vias.
- In the routed design, unresolved DRC markers number 0.
- Per the detail_route report, vias per standard cell equal 4.963.
- Drt wl/cell :: 16.98 µm

** GRT
- First-pass GRT wire length :: 41.97 mm
- Per the GRT congestion report, total overflow comes to 0.
- The initial antenna violation count came to 0.
- Vias in the first global route :: 8,288
- Aggregate global-route resource usage :: 15.20%
- Largest net degree at the start of global routing :: 41

** Min path
- Per the hold report, the tightest min-delay path originates at next_state[0].
- The tightest min-delay check is of the flip-flop to flip-flop type.

** Placement
- RePlAce ended its routability-driven mode at a weighted congestion of 0.8727.
- Half-perimeter wire length after detailed placement :: 16.91 mm
- As logged by OpenROAD, the buffers inserted on ports number 4.
- Once placement completed, the tool counted placed cells totaling 1,289.

** Flow run
- Warnings raised by the tools during the run amount to 251.
- The tool flagged a number of max-cap violations equal to 0.

** Layout
- Per the run report, area growth between synthesis and finish was 21.60%.
- The layout summary lists the proportion of cells stronger than drive strength 1 as 9.909%.
- Final core area utilization :: 37.34%
- Non-Filler Instances :: 1,561

** Synth
- The synthesis report gives the async set-or-reset register share as 0%.
- Area fraction of the dominant cell type after synthesis :: 61.14%
- Warnings from Yosys :: 1
- According to the Yosys statistics, the synthesized design has a chip area of 0.01100 mm².
- Cell area after technology mapping :: 0.01100 mm²
- Post-synth cell types :: 77
- In the synthesized netlist the dominant register cell turns out to be sky130_fd_sc_hd__edfxtp_1.
- Sorting the synthesis cell report by count puts at the top sky130_fd_sc_hd__edfxtp_1.
- Yosys stat cell total :: 844
- Number of flip-flops and latches in the synthesized netlist :: 224
- The synthesized design spends more area on one cell type than any other, namely sky130_fd_sc_hd__edfxtp_1.
- In the synthesized netlist, the cells that appear most often are sky130_fd_sc_hd__edfxtp_1 (224), sky130_fd_sc_hd__nand2_1 (56), sky130_fd_sc_hd__nor2_1 (56), sky130_fd_sc_hd__mux2i_1 (46), sky130_fd_sc_hd__a21oi_1 (37).
- Main area contributors :: sky130_fd_sc_hd__edfxtp_1 (61%), sky130_fd_sc_hd__mux2i_1 (4.2%), sky130_fd_sc_hd__ha_1 (4.1%)
- Post-synth tally of flip-flops with integrated enable :: 224
- After synthesis, flip-flops and latches occupy 61.14% of the total area.
- The synthesized netlist handed to floorplanning was reported with a cell count of 844.
- Per-instance average area after synthesis :: 13.04 µm²

** Critical path
- Among all stages on the critical path, the largest delay is contributed by sky130_fd_sc_hd__clkdlybuf4s50_1.
- Type of origin of the critical path :: flip-flop
- Max Fanout on Critical Path :: 1
- Kind of end point of the critical path :: output port
- Among cell families on the critical path, the largest total delay comes from buffers and inverters.
- Buffers and inverters on the worst path :: 1
- The data required time reported for the critical path is 5.92 ns.
- Critical path cell sequence :: clkdlybuf4s50_1
- Looking at the reg2reg group, the worst path starts from row[0].
- The longest incremental delay of any stage on the critical path is reported as 0.47 ns.
- Startpoint-to-endpoint class of the critical path :: flip-flop to output port
- In this run the worst setup path begins at int_dc.
- Arrival @ worst endpoint :: 5.06 ns

** Timing
- Endpoints with negative setup slack in the final report add up to 0.
- In the final report, the number of pins over their slew limit comes to 0.
- The most critical hold endpoint after final layout shows a slack of 0.5070 ns.
- Clk_skew :: 0.02333 ns
- Relative slew slack :: 33.87%
- Hold violation count in the final report :: 0
- Summed negative setup slack over all endpoints :: 0 ns
- Setup repair after global routing missed its margin :: false
- For the pin with the worst max-slew slack, the measured transition is 0.9919 ns.

** Status
- The flow ran to the end, and the final reports show no timing, DRC or antenna violations.
-- power by group through the flow --
| stage | Clock [mW] | Sequential [mW] | Combinational (mW) |
|---|---|---|---|
| 4_1_cts | 1.90 | 1.96 | 0.714 |
| 5_1_grt | 2.04 | 1.99 | 0.803 |
| 6_report | 1.83 | 1.96 | 0.710 |
-- cells by family after synthesis --
family	Yosys count	share of synthesized area, %
AND/OR/NAND/NOR	237	11.49
AND-OR/OR-AND	185	11.54
flip-flops	224	61.14
buffers and inverters	67	2.741
multiplexers	61	6.232
adder cells (fa/ha/maj)	37	4.276
XOR/XNOR	32	2.547
other	1	0.03409
-- through the flow --
| stage | area [µm²] | setup WS [ns] | power, mW |
|---|---|---|---|
| final | 13380 | 0.8605 | 4.493 |
| after global routing | 13380 | 0.7667 | 4.828 |
| after CTS | 13380 | 0.8291 | 4.566 |
| after detailed placement | 11610 | 1.256 | 2.856 |
| after global placement | 11610 | 1.269 | 2.849 |
| after floorplan | 11010 | 1.741 | 2.594 |
-- flip-flops by register name, summed over array words and instances (netlist names), 3 cells and up --
name and count:
index 8, black_val 16, col 8, b_val 16, rgb_limit 4, rgb_val 16
rg_val 16, rgb_incr 5, row 8, next_state 3, state 3, data 18
g_val 16, gb_val 16, r_val 16, rb_val 16, all_val 16, grey_val 16
colour_state 4
-- final cells by class --
type / count / area, µm²
fillers: 3336 / 22450
well taps: 461 / 576.8
clock buffers: 27 / 675.6
clock inverters: 246 / 1099
inverters: 22 / 82.58
flip-flops and latches: 224 / 6726
multi-input cells: 554 / 4005
repair buffers: 27 / 212.7
-- final timing paths --
check,cells past startpoint,end,slack [ns]
hold reg to reg,1,state[0],0.51
hold / removal,1,state[0],0.51
setup / recovery,1,dc,0.86
setup reg to reg,8,rgb_val[5],4.09
-- cell usage in the layout, fill, tap and decap left out, types with 5 or more instances in the layout --
master	synthesis	routed
sky130_fd_sc_hd__nor3_1	19	17
sky130_fd_sc_hd__o22ai_1	12	12
sky130_fd_sc_hd__ha_1	36	36
sky130_fd_sc_hd__inv_1	23	252
sky130_fd_sc_hd__nand4_1	8	8
sky130_fd_sc_hd__o21ai_1	5	5
sky130_fd_sc_hd__mux2i_1	46	46
sky130_fd_sc_hd__and3_1	11	11
sky130_fd_sc_hd__o2bb2ai_1	5	5
sky130_fd_sc_hd__clkinvlp_2	0	6
sky130_fd_sc_hd__nand2b_1	13	13
sky130_fd_sc_hd__xnor2_1	22	22
sky130_fd_sc_hd__and2_1	12	12
sky130_fd_sc_hd__mux2_2	10	10
sky130_fd_sc_hd__or2_2	6	6
sky130_fd_sc_hd__edfxtp_1	224	224
sky130_fd_sc_hd__nor2_1	56	54
sky130_fd_sc_hd__nand2_1	56	56
sky130_fd_sc_hd__buf_4	5	23
sky130_fd_sc_hd__a21o_1	6	6
sky130_fd_sc_hd__a22oi_1	25	25
sky130_fd_sc_hd__o221ai_1	6	6
sky130_fd_sc_hd__bufinv_16	0	6
sky130_fd_sc_hd__xor2_1	10	10
sky130_fd_sc_hd__nor4_1	12	10
sky130_fd_sc_hd__o21ai_0	33	33
sky130_fd_sc_hd__clkbuf_16	0	27
sky130_fd_sc_hd__nand3_1	14	14
sky130_fd_sc_hd__a21oi_1	37	37
sky130_fd_sc_hd__mux4_2	5	5
sky130_fd_sc_hd__nor2b_1	8	8
-- per-layer routing --
metal | share of wire (%) | routed length [µm] | track usage (%)
met1 | 42 | 11130 | 19.34
met2 | 45 | 11800 | 20.86
met3 | 12 | 3073 | 10.06
met4 | 1.9 | 503 | 5.985
met5 | 0 | 0 | 0
Power figures rest on the tool's default switching activity, not on a simulated workload.
